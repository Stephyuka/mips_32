==> flow/design.v <==
module mux8_32(
	input [31:0] data1,
	input [31:0] data2,
	input [31:0] data3,
	input [31:0] data4,
	input [31:0] data5,
	input [31:0] data6,
	input [31:0] data7,
	input [31:0] data8,
	input [2:0] s,
	output reg [31:0] data
	);
always @(*) 
begin
	case(s)
	3'b000: data <= data1;
	3'b001: data <= data2;
	3'b010: data <= data3;
	3'b011: data <= data4;
	3'b100: data <= data5;
	3'b101: data <= data6;
	3'b110: data <= data7;
	3'b111: data <= data8;
	endcase
end
endmodule
 module sevencoder(
	input [3:0] N,
	output reg [6:0] C
	); 
always @(*) 
	case(N)
	 4'b0000 : begin C = 7'b1000000; end  
	 4'b0001 : begin C = 7'b1111001; end  
	 4'b0010 : begin C = 7'b0100100; end  
	 4'b0011 : begin C = 7'b0110000; end  
	 4'b0100 : begin C = 7'b0011001; end  
	 4'b0101 : begin C = 7'b0010010; end  
	 4'b0110 : begin C = 7'b0000010; end  
	 4'b0111 : begin C = 7'b1111000; end  
	 4'b1000 : begin C = 7'b0000000; end  
	 4'b1001 : begin C = 7'b0011000; end  
	 4'b1010 : begin C = 7'b0001000; end  
	 4'b1011 : begin C = 7'b0000011; end  
	 4'b1100 : begin C = 7'b1000110; end  
	 4'b1101 : begin C = 7'b0100001; end  
	 4'b1110 : begin C = 7'b0000110; end  
	 4'b1111 : begin C = 7'b0001110; end  
	 default : begin C = 7'b0111111; end  
	endcase
endmodule
module digit_show(
	input clk,
	input [31:0] data,
	output [7:0] A,
	output [6:0] CA
	);
reg [3:0] number_show;
parameter EN1 = 8'b11111110,
          EN2 = 8'b11111101,
          EN3 = 8'b11111011,
          EN4 = 8'b11110111,
          EN5 = 8'b11101111,
          EN6 = 8'b11011111,
          EN7 = 8'b10111111,
          EN8 = 8'b01111111;
reg [2:0] Count;
wire [3:0] number_out;
reg [7:0] en;
initial
begin
Count = 0;
end
always @(posedge clk) 
begin
	Count <= Count + 1;
end
always @(*) 
begin
    case(Count)
    3'b000:
    begin
    	number_show <= data[3:0];
    	en <= EN1;
    end
    3'b001:
    begin
    	number_show <= data[7:4];
    	en <= EN2;
    end
    3'b010:
    begin
    	number_show <= data[11:8];
    	en <= EN3;
    end
    3'b011:
    begin
    	number_show <= data[15:12];
    	en <= EN4;
    end
    3'b100:
    begin
    	number_show <= data[19:16];
    	en <= EN5;
    end
    3'b101:
    begin
    	number_show <= data[23:20];
    	en <= EN6;
    end
    3'b110:
    begin
    	number_show <= data[27:24];
    	en <= EN7;
    end
    3'b111:
    begin
    	number_show <= data[31:28];
    	en <= EN8;
    end
    endcase
end
assign number_out = number_show ;
assign A = en;
sevencoder showcode(number_out, CA);
endmodule
module cache_show(
	input clock,
	output [1:0] s
	);
reg [1:0] count;
initial
begin
	count = 0;
end
always @(posedge clock) 
begin
	count <= count + 1;
end
assign s = count;
endmodule
module decoder(
	input clk, 
	input showors,
	input [7:0] sel,
	output [7:0] add_mem,
	output [4:0] add_r
	);
reg [7:0] addm;
reg [4:0] addr;
reg [7:0] count;
initial count = 0;
always @(posedge clk) 
begin
	if (showors) 
	count = count + 1;
	else 
	count = 0;
end
always @(*)
begin
	if(showors)
	begin addm = count; addr = count[4:0]; end
	else  
	begin addm = sel; addr = sel[4:0]; end
end
assign add_mem = addm;
assign add_r = addr;
endmodule
module led_s(
	input [2:0] s,
	input [15:0] sign,
	input [4:0] regadd,
	input [7:0] memadd,
	input [1:0] a,
	input flag,
	output [15:0] led );
reg [15:0] temp;
parameter cache = 3'b100,
          register = 3'b101,
          memory = 3'b110;
always @(*) 
begin
	if (s == cache)  temp = {13'b0,flag, a};
	else if (s == register)  temp = {11'b0, regadd};
	else if (s == memory)  temp = {8'b0, memadd};
	else temp = sign;
end
assign led = temp;
endmodule
module show(
	input clk_r,
	input clk_s,
	input [15:0] sign_one,  
	input [15:0] sign_two,
	input [31:0] instr, clkinfo, memdata, regdata, pcinfo, stateinfo, cachedata,cause,
	input cache_dirty,
	input [15:0] sw,
	output [7:0] mem_add,
	output [1:0] cache_rtg,  
	output [1:0] cache_rs,
	output [4:0] reg_add,
	output [15:0] led,
	output [7:0] En,
	output [6:0] CA
	);
wire [31:0] data;
wire [15:0] sign;
mux8_32 datashow_mux(pcinfo, instr, clkinfo, stateinfo, cachedata, regdata, memdata,cause,sw[15:13], data);
decoder add_decoder(clk_s, sw[4], sw[12:5], mem_add, reg_add);
digit_show seven_show(clk_r, data, En, CA);
cache_show c_show(clk_s,cache_rs);
mux2_16 sign_mux(sign_one, sign_two, sw[1], sign);
led_s led_show(sw[15:13], sign, reg_add, mem_add, sw[3:2], cache_dirty, led);
assign cache_rtg = sw[3:2];
endmodule
module mux2_16(
   input [15:0] d1,
   input [15:0] d2,
   input s,
   output [15:0] d
);
assign d = s == 0 ? d1 : d2;
endmodule
==> flow/run.sh <==
#!/bin/bash
# OpenROAD 26Q1-2900-gdf79404cd8, Yosys 0.63+post, stock flow scripts
make -C /OpenROAD-flow-scripts/flow DESIGN_CONFIG=/design/flow/config.mk WORK_HOME=/design/flow/orfs finish
==> flow/config.mk <==
export PLATFORM = sky130hd
export DESIGN_NAME = show
export DESIGN_NICKNAME = show
export VERILOG_FILES = /design/flow/design.v
export SDC_FILE = /design/flow/constraint.sdc
export NUM_CORES = 4
export LEC_CHECK = 1
export CORE_AREA = 10 10 144 144
export DIE_AREA = 0 0 154 154
==> flow/constraint.sdc <==
current_design show

set clk_period 9.6
set clk_io_pct 0.2

create_clock -name clk0 -period $clk_period [get_ports {clk_r}]
create_clock -name clk1 -period $clk_period [get_ports {clk_s}]

set non_clock_inputs [all_inputs -no_clocks]
set_input_delay [expr $clk_period * $clk_io_pct] -clock clk0 $non_clock_inputs
set_output_delay [expr $clk_period * $clk_io_pct] -clock clk0 [all_outputs]
==> flow_metrics.env <==
# source this file to load flow results
export IMPL_required_ns=7.68
export IMPL_finClkSkew_ns=0.00213
export IMPL_via_per_inst=5.04
export IMPL_num_vias=5254
export IMPL_stage_log_warnings=36
export IMPL_power_density_nw_per_um2=65.6
export IMPL_cp_max_fo=25
export IMPL_grt_pass1_wl_mm=37.3
export IMPL_edf_count=0
export IMPL_ff_type="dfxtp_1"
export IMPL_drt_pass1_iterations=5
export IMPL_diodes=0
export IMPL_peakVddDrop_uv=37.9
export IMPL_cts_setup_buffers=0
export IMPL_maxCapViolCount=0
export IMPL_arrival_ns=5.96
export IMPL_hold_slack_ns=0.393
export IMPL_grt_max_degree=46
export IMPL_drt_iter0_markers=220
export IMPL_ys_async_sr_fraction_pct=0
export IMPL_yosys_register_bits=13
export IMPL_grt_ovfl_total=0
export IMPL_hp_class="flip-flop to flip-flop"
export IMPL_antenna_found_initial=1
export IMPL_lay_top_cells="clkdlybuf4s50_1, mux2i_1, nor2_1"
export IMPL_cts_tree="yes"
export IMPL_dieArea_um2=23700
export IMPL_hold_viol_final=0
export IMPL_netlist_instances=503
export IMPL_clk_pin_slew_ns=0.04
export IMPL_critPathMostFrequentCell="nor2_1"
export IMPL_path_cells="buf_2, or2b_1, nor2_1, a221oi_2, a21oi_1, or4_4, nor4b_4, ha_1, nor2_1, a211oi_1, a2111oi_1, clkdlybuf4s50_1"
export IMPL_cp_start_kind="input pin"
export IMPL_tns_ns=0
export IMPL_routedWlPerCell_um=24.7
export IMPL_fin_util_pct=42.8
export IMPL_place_gp_congestion=0.878
export IMPL_yosysWarnings=6
export IMPL_synthToLayoutAreaGrowth_pct=96.3
export IMPL_crit_slowest_cell="or2b_1"
export IMPL_ctsResizeCount=0
export IMPL_worst_pin_slew_ns=0.796
export IMPL_yosysCellCount=503
export IMPL_cp_end_kind="primary output"
export IMPL_leakagePower_nw=2.91
export IMPL_yosysTopAreaCellShare_pct=16.3
export IMPL_ys_seq_share_pct=6.83
export IMPL_max_slew_margin_pct=46.9
export IMPL_route_detailed_drc=0
export IMPL_grt_use_total_pct=20.7
export IMPL_avgSynthCellArea_um2=7.57
export IMPL_drv_slew=0
export IMPL_ys_types=68
export IMPL_final_common_cell="clkdlybuf4s50_1"
export IMPL_setup_violations=0
export IMPL_slowest_delay_ns=0.57
export IMPL_status="finished, final reports clean"
export IMPL_cts_hold_buf=0
export IMPL_portBuffers=352
export IMPL_critPathKind="input pin to primary output"
export IMPL_ys_area_um2=3810
export IMPL_ant_nets=0
export IMPL_initCoreUtil_pct=21.8
export IMPL_fp_coreArea_um2=17500
export IMPL_synth_area_um2=3810
export IMPL_grt_pass1_vias=5733
export IMPL_pin_count=355
export IMPL_post_synth_top_area_cell="mux2i_1"
export IMPL_fp_row_count=48
export IMPL_rsz0062_at_grt="false"
export IMPL_layout_drive_gt1_share_pct=6.72
export IMPL_wl_mm=25.8
export IMPL_cts_sinks=13
export IMPL_synthTopCellsByArea="mux2i_1, dfxtp_1, a21oi_1"
export IMPL_die_y_um=154
export IMPL_hpwl_mm=21.7
export IMPL_fp_dieW_um=154
## final timing paths
path                         startpoint              endpoint  slack [ns]  cells after the start
max                              sw[15]                 CA[3]        1.72                     12
min                     c_show.count[0]       c_show.count[0]        0.39                      1
max reg2reg        add_decoder.count[2]  add_decoder.count[7]        8.43                      4
min reg2reg             c_show.count[0]       c_show.count[0]        0.39                      1
max in group clk1                 sw[4]  add_decoder.count[4]        6.69                      2
min in group clk0   seven_show.Count[0]   seven_show.Count[0]        0.46                      1
## per-stage QoR
stage | instances | cell area (µm²) | setup WS [ns] | power (mW)
global placement | 1036 | 7320 | 1.70 | 0.356
finish | 1043 | 7480 | 1.72 | 0.491
floorplan | 503 | 3810 | 3.25 | 0.171
detailed placement | 1036 | 7320 | 1.68 | 0.357
global route | 1043 | 7480 | 1.36 | 0.519
CTS | 1043 | 7480 | 1.68 | 0.497
## report_power, final
part	switching [mW]	leakage, nW	internal, mW	total, mW
Combinational	0.109	2.73	0.187	0.297
Clock	0.0287	0.0751	0.109	0.137
Sequential	0.00121	0.105	0.0554	0.0566
Total	0.139	2.91	0.352	0.491
## critical path: cells and delay by family
kind / cells / cell delay [ns]
simple gates: 5 / 1.81
buf+inv: 2 / 1.04
compound gates: 4 / 0.80
fa+ha+maj: 1 / 0.36
## Yosys cell counts, types with 2 or more instances
cell	n
o2111ai_1	3
and3_1	7
ha_1	13
a21oi_1	36
o22ai_1	16
nand3_1	11
o211ai_1	5
o221a_2	5
o32ai_1	2
a41o_1	2
a211o_1	6
nand3b_1	2
inv_2	3
nor3_1	6
buf_2	14
xnor2_1	4
nor2_2	2
and2_1	10
nor2_1	39
mux2_2	10
nor2b_1	11
o2bb2ai_1	2
buf_4	11
a22oi_1	5
o21ai_1	3
a32o_1	2
inv_1	21
mux2i_1	62
xor2_1	3
a21boi_0	3
and4b_1	2
nand2_1	30
o221ai_1	9
buf_1	2
o21ai_0	36
clkbuf_1	13
a221oi_1	14
a221o_1	3
dfxtp_1	13
a22o_1	7
a211oi_1	7
nand2b_1	7
nand2_2	2
buf_6	9
mux4_2	7
## layout make-up
cell class                 instances  area [µm²]
clock buffer                       7         154
fill                            1776       10000
inverter                          24        90.1
multi-input combinational        416        3130
sequential                        13         260
tap                              225         282
timing repair buffer             358        3560
## metal layers
layer / routed length (µm) / global-route usage [%] / part of all wire, %
met4: 440 / 3.42 / 1.7
met3: 2670 / 8.12 / 10
met5: 13 / 0 / 0.050
met1: 9690 / 22.8 / 38
met2: 13000 / 37.1 / 50
## cell families (layout without fill, tap and decap cells)
logic type	after synthesis	in the layout	share of synthesized area, %
AOI/OAI and AO/OA	177	177	33.1
and+or+nand+nor	138	138	19.2
muxes	81	81	24.1
xor gates and xnor gates	7	7	1.61
DFF	13	13	6.83
adders and majority gates	13	13	4.27
buffers and inverters	74	389	10.9
## sequential cells by signal, summed over array words and instances, names as in the netlist
register           flops
add_decoder.count      8
c_show.count           2
seven_show.Count       3
No activity file was given, so power comes from the tool's default toggle rates.
