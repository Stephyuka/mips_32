--- design/flow/config.mk ---
export PLATFORM = sky130hd
export DESIGN_NAME = cache
export DESIGN_NICKNAME = cache
export VERILOG_FILES = /design/flow/design.v
export SDC_FILE = /design/flow/constraint.sdc
export NUM_CORES = 4
export LEC_CHECK = 1
export CORE_UTILIZATION = 30
--- design/flow/constraint.sdc ---
current_design cache

set clk_period 24.7
set clk_io_pct 0.2

create_clock -name clk0 -period $clk_period [get_ports {clk}]

set non_clock_inputs [all_inputs -no_clocks]
set_input_delay [expr $clk_period * $clk_io_pct] -clock clk0 $non_clock_inputs
set_output_delay [expr $clk_period * $clk_io_pct] -clock clk0 [all_outputs]
--- design/flow/design.v ---
module cache(
	input clk,  
	input reset,
	input update,  
	input [31:0] add,  
	input [31:0] wdata,  
	input [127:0] d,  
	input WE,  
	input [1:0] show_tag,
	input [1:0] show_s,
	output [31:0] show_data,
	output show_dirty,
	output [31:0] data,  
	output miss_i,  
	output dirty_i,  
	output [127:0] writeback,  
	output [5:0] wadd);  
wire [7:0] addr;
reg [31:0] temp;
reg [3:0] tag[0:3];
reg [31:0] list1[0:3],
           list2[0:3],
           list3[0:3],
           list4[0:3];
reg load_flag [0:3];
reg dirty_flag[0:3]; 
reg [5:0] index;
reg miss;
reg dirty;
reg [127:0] outdata;
wire [3:0] t;
wire [1:0] s;
assign t = add[7:4];
assign s = add[3:2];
assign addr = add[7:0];
initial 
  begin
    miss = 1;
    dirty = 0;
    tag[0] = 4'b0;
    tag[1] = 4'b0;
    tag[2] = 4'b0;
    tag[3] = 4'b0;
    load_flag[0] = 0;
    load_flag[1] = 0;
    load_flag[2] = 0;
    load_flag[3] = 0;
    dirty_flag[0] = 0;
    dirty_flag[1] = 0;
    dirty_flag[2] = 0;
    dirty_flag[3] = 0;
    outdata = 128'b0;
    index = 5'b0;
    list1[0] = 32'b0;
    list1[1] = 32'b0;
    list1[2] = 32'b0;
    list1[3] = 32'b0;
    list2[0] = 32'b0;
    list2[1] = 32'b0;
    list2[2] = 32'b0;
    list2[3] = 32'b0;
    list3[0] = 32'b0;
    list3[1] = 32'b0;
    list3[2] = 32'b0;
    list3[3] = 32'b0;
    list4[0] = 32'b0;
    list4[1] = 32'b0;
    list4[2] = 32'b0;
    list4[3] = 32'b0;   
  end
always @(posedge clk or posedge reset) 
begin
   if(reset)
      begin
      miss = 1;
      miss = 1;
      dirty = 0;
      tag[0] = 4'b0;
      tag[1] = 4'b0;
      tag[2] = 4'b0;
      tag[3] = 4'b0;
      load_flag[0] = 0;
      load_flag[1] = 0;
      load_flag[2] = 0;
      load_flag[3] = 0;
      dirty_flag[0] = 0;
      dirty_flag[1] = 0;
      dirty_flag[2] = 0;
      dirty_flag[3] = 0;
      outdata = 128'b0;
      index = 5'b0;
      list1[0] = 32'b0;
      list1[1] = 32'b0;
      list1[2] = 32'b0;
      list1[3] = 32'b0;
      list2[0] = 32'b0;
      list2[1] = 32'b0;
      list2[2] = 32'b0;
      list2[3] = 32'b0;
      list3[0] = 32'b0;
      list3[1] = 32'b0;
      list3[2] = 32'b0;
      list3[3] = 32'b0;
      list4[0] = 32'b0;
      list4[1] = 32'b0;
      list4[2] = 32'b0;
      list4[3] = 32'b0;
      end
   else if(update)
     begin
        miss = 0;
        dirty = 0;
     	case(s)
     	2'b00: begin
     	       tag[0] = t;
     	       list1[0] = d[127: 96];
     	       list1[1] = d[95 : 64];
     	       list1[2] = d[63 : 32];
     	       list1[3] = d[31 : 0];
     	       dirty_flag[0] = 0;
     	       load_flag[0] = 1;
     	       end
     	2'b01: begin
     	       tag[1] = t;
     	       list2[0] = d[127: 96];
     	       list2[1] = d[95 : 64];
     	       list2[2] = d[63 : 32];
     	       list2[3] = d[31 : 0];
     	       dirty_flag[1] = 0;
               load_flag[1] = 1;
     	       end
     	2'b10: begin
     	       tag[2] = t;
     	       list3[0] = d[127: 96];
     	       list3[1] = d[95 : 64];
     	       list3[2] = d[63 : 32];
     	       list3[3] = d[31 : 0];
     	       dirty_flag[2] = 0;
               load_flag[2] = 1;
     	       end
     	2'b11: begin
     	       tag[3] = t;
     	       list4[0] = d[127: 96];
     	       list4[1] = d[95 : 64];
     	       list4[2] = d[63 : 32];
     	       list4[3] = d[31 : 0];
     	       dirty_flag[3] = 0;
               load_flag[3] = 1;
     	       end
     	endcase
   case(addr[3:2])
        2'b00: begin
          if(WE)
            begin
             list1[addr[1:0]] = wdata;
     	     dirty_flag[0] = 1;
           	end
          else 
             begin
              case(addr[1:0])
              2'b00: temp = d[127 : 96];
           	  2'b01: temp = d[95 : 64];
           	  2'b10: temp = d[63 : 32];
           	  2'b11: temp = d[31 : 0];
           	 endcase   
           	 end
          end
        2'b01: begin 
          if(WE)
            begin
           	 list2[addr[1:0]] = wdata;
     	     dirty_flag[1] = 1;
           	end
          else 
             begin
              case(addr[1:0])
              2'b00: temp = d[127: 96];
              2'b01: temp = d[95 : 64];
              2'b10: temp = d[63 : 32];
              2'b11: temp = d[31 : 0];
             endcase   
             end
          end
        2'b10: begin 
          if(WE)
           	begin
           	 list3[addr[1:0]] = wdata;
     	     dirty_flag[2] = 1;
           	end
           	else 
             begin
               case(addr[1:0])
                  2'b00: temp = d[127: 96];
                  2'b01: temp = d[95 : 64];
                  2'b10: temp = d[63 : 32];
                  2'b11: temp = d[31 : 0];
                endcase   
              end
          end
        2'b11: begin 
          if(WE)
           	begin
           	 list4[addr[1:0]] = wdata;
     	     dirty_flag[3] = 1;
           	end
           	else 
             begin
               case(addr[1:0])
                  2'b00: temp = d[127: 96];
                  2'b01: temp = d[95 : 64];
                  2'b10: temp = d[63 : 32];
                  2'b11: temp = d[31 : 0];
               endcase   
             end
          end
       endcase
     end
   else 
     begin
   	   case(addr[3:2])
   2'b00: begin 
           if(load_flag[0] == 0)
              begin 
                miss = 1; 
                dirty = 0;
              end
           else if(addr[7:4] == tag[0]) 
             begin
           	  miss = 0; 
           	  if(WE)
           	    begin
           	  	  list1[addr[1:0]] = wdata;
           	  	  dirty_flag[0] = 1;
           	    end
           	  else 
           	    begin
           	  	  temp = list1[addr[1:0]];
           	    end
             end
           else 
             begin
           	  miss = 1; 
           	  dirty = dirty_flag[0];
           	  outdata = {list1[0],list1[1],list1[2],list1[3]};
              index = {tag[0],2'b00};
             end
          end
   2'b01: begin 
           if(load_flag[1] == 0)
             begin 
               miss = 1; 
               dirty = 0;
             end
           else if(addr[7:4] == tag[1]) 
             begin
           	  miss = 0; 
           	  if(WE)
           	    begin
           	  	  list2[addr[1:0]] = wdata;
           	  	  dirty_flag[1] = 1;
           	    end
           	  else 
           	    begin
           	  	  temp = list2[addr[1:0]];
           	    end
             end
           else 
             begin
           	  miss = 1; 
           	  dirty = dirty_flag[1];
           	  outdata = {list2[0],list2[1],list2[2],list2[3]};
              index = {tag[1],2'b01};
             end
          end
   2'b10: begin 
           if(load_flag[2] == 0)
             begin 
               miss = 1; 
               dirty = 0; 
               end
           else if(addr[7:4] == tag[2]) 
             begin
           	  miss = 0; 
           	  if(WE)
           	    begin
           	  	  list3[addr[1:0]] = wdata;
           	  	  dirty_flag[2] = 1;
           	    end
           	  else 
           	    begin
           	  	  temp = list3[addr[1:0]];
           	    end
             end
           else 
             begin
           	  miss = 1; 
           	  dirty = dirty_flag[2];
           	  outdata = {list3[0],list3[1],list3[2],list3[3]};
              index = {tag[2],2'b10};
             end
          end
   2'b11: begin 
           if(load_flag[3] == 0)
             begin 
               miss = 1; 
               dirty = 0; 
             end
           if(addr[7:4] == tag[3]) 
             begin
           	  miss = 0; 
           	  if(WE)
           	    begin
           	  	  list4[addr[1:0]] = wdata;
           	  	  dirty_flag[3] = 1;
           	    end
           	  else 
           	    begin
           	  	  temp = list4[addr[1:0]];
           	    end
             end
           else 
             begin
           	  miss = 1; 
           	  dirty = dirty_flag[3];
           	  outdata = {list4[0],list4[1],list4[2],list4[3]};
              index = {tag[3],2'b11};
             end
          end
    endcase
    end
end
assign data = (s == 2'b00) ? list1[addr[1:0]] : ((s == 2'b01) ? list2[addr[1:0]] :((s == 2'b10) ? list3[addr[1:0]] : list4[addr[1:0]]));
assign miss_i = miss;
assign dirty_i = dirty;
assign wadd = index ;
assign writeback = outdata;
assign show_data = (show_tag == 2'b00) ? list1[show_s] :((show_tag == 2'b01) ? list2[show_s] : ((show_tag == 2'b10) ? list3[show_s] : list4[show_s])) ;
assign show_dirty = (show_tag == 2'b00) ? dirty_flag[0] : ((show_tag == 2'b01) ? dirty_flag[1] : ((show_tag == 2'b10) ? dirty_flag[2] : dirty_flag[3]));
endmodule
--- design/flow/run.sh ---
#!/bin/bash
# OpenROAD 26Q1-2900-gdf79404cd8, Yosys 0.63+post, stock flow scripts
make -C /OpenROAD-flow-scripts/flow DESIGN_CONFIG=/design/flow/config.mk WORK_HOME=/design/flow/orfs finish
==> results_slide.txt <==
Synthesis and Place & Route Summary

Synth
  – Ys flops: 672
  – Synth Warn #: 8
  – Count leader, synth: dfrtp_1
  – Register share after synthesis: 40.5%
  – Library cells used by synthesis: 73
  – Commonest cells post-synth: dfrtp_1, mux4_2, o21ai_0, clkbuf_1, nand2_1
  – Mean area per synthesized cell: 11.2 um^2
  – Post-Syn Area: 0.0415 mm^2
  – Top cells, area: dfrtp_1, mux4_2, mux2i_1
  – Post-synth EDFFs: 0
  – Main flop type: dfrtp_1
  – Post-synth top area share: 40.4%
  – Chip area line of the yosys report: 0.0415 mm^2
  – Share of flip-flops with an asynchronous set or reset: 100%
  – Cells in synth_stat.txt: 3708
  – Cell taking the most area after synthesis: dfrtp_1
  – Gate count after technology mapping: 3708

Clock network
  – CTS sink count: 672
  – CTS tree: built
  – Post-CTS Setup Inserts: 0
  – Root Driver: clkbuf_16
  – Clock buffer count from CTS: 79
  – H-tree levels: 3
  – Worst-Skew Late Latency: 0.69 ns
  – Post-CTS sizing: 0
  – Hold buffers post-CTS: 0
  – Maximum buffer depth of the clock tree: 3
  – Clk slew on worst S/H paths: 0.05 ns

Final timing
  – Hold slack: 0.450 ns
  – Cycle use final: 56.5%
  – Fmax: 71.7 MHz
  – Max-slew violations: 0
  – Least-Margin Pin Slew: 1.06 ns
  – Setup repair after global routing missed its margin: no
  – Slew HR: 29.1%
  – Tmin final: 13.94 ns
  – Clock Skew: 0.0183 ns
  – Final hold vios: 0
  – Final WS setup: 10.76 ns
  – # setup viols final: 0
  – Setup Total Neg Slack: 0 ns

Place
  – Post-detail-place hpwl: 139000 um
  – GPL Wtd Cong: 1.01
  – IO buf count: 376
  – Post-DP Area: 0.0474 mm^2
  – Setup WS pre-CTS: 10.87 ns

Pwr
  – Maximum VDD drop: 0.0563 mV
  – PwrDens: 79.5 mW/mm^2
  – Lkg Pwr: 19.4 nW

GRT
  – Total gr overflow: 0
  – First-pass GRT wire length: 295000 um
  – Tot GR Track Use: 30.8%
  – Largest net degree at the start of global routing: 87
  – Initial antenna violation count: 34
  – Vias in the first global route: 38100

Routing
  – Vias/cell: 6.67
  – Routed wire length: 211000 um
  – Final antenna-violating net count: 0
  – WL/cell: 36.7 um
  – Vias after detailed routing: 38200
  – Detailed Route Iter0 Violations: 3813
  – Pre-antenna DRT Iters: 8
  – DRC violations left: 0

Die
  – Die H: 374 um
  – Initial Util: 30.2%
  – Row Count: 136
  – Core ar.: 0.137 mm^2
  – Ports: 401
  – Die W: 374 um
  – Die Size: 0.140 mm^2

Critical path
  – Crit. End Element: output pin
  – CP top delay family: buffers and inverters
  – Slowest cell on crit path: nand2b_4
  – Worst EP required: 19.76 ns
  – Max incr delay on CP: 0.68 ns
  – Critical Path AT: 9.00 ns
  – Reg2reg setup slack: 21.15 ns
  – CP startpoint kind: primary input
  – Cell depth of the worst setup path: 9
  – Crit path cell chain: buf_8 -> buf_4 -> nand2b_4 -> buf_4 -> nand2_1 -> o22ai_1 -> o31ai_1 -> a21oi_1 -> clkdlybuf4s50_1
  – Crit-path most repeated cell: buf_4
  – Crit-path max FO: 39
  – Crit path buffers/inverters: 4
  – Crit Path Class: in2out
  – R2R cell count: 7

Cells and area
  – Layout cell share with drive strength beyond 1: 20.6%
  – Fin area: 0.0501 mm^2
  – Fillers: 13200
  – Synthesis-to-finish area growth: 20.7%

Worst hold path
  – Hold WC Path Type: reg2reg
  – Hold path depth: 2

Job
  – Max-cap viol count: 0
  – Tally of OpenROAD warnings: 49

Outcome
  – Status: complete, no violations
==> metrics by stage <==
stage               utilization, %  instances  power [mW]
floorplan                        -       3708        2.12
global placement              34.5       5592        2.71
detailed placement            34.5       5592        2.72
CTS                           36.4       5731        3.97
global route                  36.4       5733        4.12
finish                        36.5       5737        3.98
==> layout make-up <==
class                      instances  area [um^2]  area share [%]
multi-input combinational       2567        23300            46.6
sequential                       672        16800            33.6
timing repair buffer             518         4860            9.70
clock buffer                     107         2280            4.54
tap                             1794         2240            4.48
clock inverter                    32          404           0.806
inverter                          41          166           0.332
antenna                            6         15.0          0.0300
==> power by group <==
part / leakage [nW] / total [mW] / internal (mW) / switching (mW)
Clock: 1.31 / 1.25 / 0.731 / 0.522
Sequential: 7.91 / 1.56 / 1.32 / 0.240
Combinational: 10.1 / 1.17 / 0.642 / 0.523
Total: 19.4 / 3.98 / 2.70 / 1.29
==> kinds of logic after synthesis <==
| kind of cell | share of synthesized area [%] |
|---|---|
| AOI/OAI and AO/OA | 25.2 |
| xor gates and xnor gates | 0.337 |
| buffers and inverters | 4.67 |
| DFF | 40.5 |
| muxes | 24.6 |
| and+or+nand+nor | 4.67 |
==> final timing paths <==
path,startpoint,endpoint
max,add[2],data[5]
min,load_flag[3],load_flag[3]
max reg2reg,tag[3][3],outdata[76]
min reg2reg,load_flag[3],load_flag[3]
max in group asynchronous,reset,list4[2][22]
min in group asynchronous,reset,index[0]
==> registers in the layout, indices dropped and copies added, names as in the netlist <==
name and flops:
load_flag 4, index 6, dirty 1, list4 128
tag 16, miss 1, dirty_flag 4, list2 128
list1 128, list3 128, outdata 128
==> worst register-to-register path: stages (launching register included) <==
cell     delay [ns]
dfrtp_1        0.40
xnor2_1        0.14
nand4_1        0.68
o21ai_0        0.34
nor3_4         0.21
buf_4          0.53
buf_4          0.67
mux2_2         0.47
==> cell usage in the layout (no fill, tap or decap), types with 54 or more instances in the layout <==
| cell type | count |
|---|---|
| mux4_2 | 294 |
| a22oi_1 | 185 |
| nand2_1 | 237 |
| mux2_2 | 111 |
| o22a_1 | 161 |
| clkdlybuf4s50_1 | 367 |
| o21ai_0 | 289 |
| a2bb2oi_1 | 63 |
| o2bb2ai_1 | 131 |
| dfrtp_1 | 671 |
| a21oi_1 | 175 |
| mux2i_1 | 148 |
| nor2_1 | 70 |
| a22o_1 | 142 |
| mux2_4 | 54 |
| clkbuf_16 | 83 |
| buf_4 | 143 |
| o22ai_1 | 195 |
==> metal layers <==
metal | vias to the layer above | track usage [%] | wire [um]
li1 | 15100 | - | -
met2 | 3117 | 42.0 | 86700
met4 | 62 | 19.3 | 17600
met3 | 951 | 19.9 | 35000
met1 | 19000 | 36.0 | 71000
met5 | - | 0.412 | 456
Power and IR drop assume default switching activity.
